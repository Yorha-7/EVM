`flow/run.sh`:
```
#!/bin/bash
# OpenROAD 26Q1-2900-gdf79404cd8, Yosys 0.63+post, stock flow scripts
make -C /OpenROAD-flow-scripts/flow DESIGN_CONFIG=/design/flow/config.mk WORK_HOME=/design/flow/orfs finish
```
`flow/config.mk`:
```
export PLATFORM = sky130hd
export DESIGN_NAME = Decrypter
export DESIGN_NICKNAME = Decrypter
export VERILOG_FILES = /design/flow/design.v
export SDC_FILE = /design/flow/constraint.sdc
export NUM_CORES = 4
export LEC_CHECK = 1
export CORE_UTILIZATION = 50
```
`flow/constraint.sdc`:
```
current_design Decrypter

set clk_period 18.1
set clk_io_pct 0.2

create_clock -name clk0 -period $clk_period [get_ports {clk}]

set non_clock_inputs [all_inputs -no_clocks]
set_input_delay [expr $clk_period * $clk_io_pct] -clock clk0 $non_clock_inputs
set_output_delay [expr $clk_period * $clk_io_pct] -clock clk0 [all_outputs]
```
`flow/design.v`:
```
`timescale 1ns / 1ps
module Decrypter(
    input wire [0:63] data_in,
    input wire [0:63] round_key,
    input clk,
    input set,
    output status,
    output [0:63] data_out
    );
    wire [0:63] round_key_0;
    wire [0:63] round_key_1;
    wire [0:63] round_key_2;
    wire [0:63] cipher_0;
    wire [0:63] cipher_1;
    wire [0:63] cipher_2;
    wire [0:63] cipher_3;
    wire status_0;
    wire status_1;
    wire status_2;
    wire status_3;
    wire status_4;
    wire next_state_0;
    wire next_state_1;
    wire next_state_2;
    wire next_state_3;
    wire next_state_4;
    key_circular_shift layer_0_key( .key_in(round_key), .clk(clk), .set(set), .status(status_0), .key_out(round_key_0) );
    mux mux_0( .status(status_0), .out(next_state_0) );
    permute_map layer_1_key( .data_in(round_key_0), .data_out(round_key_1), .clk(clk), .set(next_state_0), .status(status_1) );
    mux mux_1( .status(status_1), .out(next_state_1) );
    initial_permutation layer_2_key( .data_in(round_key_1), .set(next_state_1), .status(status_2), .data_out(round_key_2), .clk(clk) );
    mux mux_2( .status(status_2), .out(next_state_2) );   
    bit_level_mixing_decode layer_4_data( .data_in(data_in), .final_key(round_key_2), .data_out(cipher_0));
    inverse_permute_map layer_3_data( .data_in(cipher_0), .set(next_state_2), .clk(clk), .status(status_3), .data_out(cipher_1));
    mux mux_4( .status(status_3), .out(next_state_3) );
    xor_decoding layer_2_data( .data_in(cipher_1), .final_key(round_key_2), .data_out(cipher_2) );
    inverse_initial_permutation layer_1_data( .data_in(cipher_2), .set(next_state_3), .status(status_4), .clk(clk), .data_out(cipher_3) );
    mux mux_3( .status(status_4), .out(next_state_4) );
    inverse_shift_encoding layer_0_data( .data_in(cipher_3), .clk(clk), .set(next_state_4), .status(status), .key(round_key_2), .data_out(data_out) );
endmodule
`timescale 1ns / 1ps
module bit_level_mixing_decode(
    input  [0:63] data_in,
    input  [0:63] final_key,
    output [0:63] data_out
);
    assign data_out[0:7]   = (data_in[0:7]   << (final_key[0:7]   & 3'b111)) | (data_in[0:7]   >> (8 - (final_key[0:7]   & 3'b111)));
    assign data_out[8:15]  = (data_in[8:15]  << (final_key[8:15]  & 3'b111)) | (data_in[8:15]  >> (8 - (final_key[8:15]  & 3'b111)));
    assign data_out[16:23] = (data_in[16:23] << (final_key[16:23] & 3'b111)) | (data_in[16:23] >> (8 - (final_key[16:23] & 3'b111)));
    assign data_out[24:31] = (data_in[24:31] << (final_key[24:31] & 3'b111)) | (data_in[24:31] >> (8 - (final_key[24:31] & 3'b111)));
    assign data_out[32:39] = (data_in[32:39] << (final_key[32:39] & 3'b111)) | (data_in[32:39] >> (8 - (final_key[32:39] & 3'b111)));
    assign data_out[40:47] = (data_in[40:47] << (final_key[40:47] & 3'b111)) | (data_in[40:47] >> (8 - (final_key[40:47] & 3'b111)));
    assign data_out[48:55] = (data_in[48:55] << (final_key[48:55] & 3'b111)) | (data_in[48:55] >> (8 - (final_key[48:55] & 3'b111)));
    assign data_out[56:63] = (data_in[56:63] << (final_key[56:63] & 3'b111)) | (data_in[56:63] >> (8 - (final_key[56:63] & 3'b111)));
endmodule
`timescale 1ns / 1ps
module initial_permutation(
    input wire [0:63] data_in,
    input clk,
    input set,
    output reg [0:63] data_out,
    output reg status
    );
    localparam [0:63] map = {8'd58,8'd60,8'd62,8'd64,8'd57,8'd59,8'd61,8'd63};
    integer i;
    integer k;
    initial begin data_out <= 0; status <= 1'b0; end
    always @(posedge clk) begin
        if (set) begin 
            status <= 1'b0; data_out <= 0;
        end
        if (~set && ~status) begin
            for (i = 0; i < 8; i = i + 1) begin
                for (k = 0; k < 8; k = k + 1) begin
                    data_out[8*i + k] = data_in[(map[8*i +: 8] - 8*k) - 1];
                end 
            end
            status <= 1'b1;
            end    
    end
endmodule
`timescale 1ns / 1ps
module inverse_initial_permutation(
    input wire [0:63] data_in,
    input clk,
    input set,
    output reg status,
    output reg [0:63] data_out
    );
    localparam [0:63] map = { 8'd40,8'd8,8'd48,8'd16,8'd56,8'd24,8'd64,8'd32 };
    integer i,k;
    initial begin data_out <= 0; status <= 0; end
    always @(posedge clk) begin
        if (set) begin
            data_out <= 0;
            status <= 0;
        end
        else if (~status) begin
            for (i = 0; i < 8; i = i + 1) begin
                for (k = 0; k < 8; k = k + 1)begin
                    data_out[8*i + k] = data_in[map[8*k +: 8] - i - 1];  
                end
            end
            status <= 1;
        end
    end       
endmodule
`timescale 1ns / 1ps
module inverse_permute_map(
    input wire [0:63] data_in,
    input clk,
    input set,
    output reg status,
    output reg [0:63] data_out
    );
    localparam [0:511] map = {8'd26,8'd51,8'd41,8'd11,8'd34,8'd56,8'd12,8'd50,
                         8'd61,8'd25,8'd55,8'd44,8'd35,8'd49,8'd21,8'd58,
                         8'd24,8'd43,8'd18,8'd2,8'd33,8'd36,8'd52,8'd32,
                         8'd63,8'd1,8'd53,8'd42,8'd57,8'd3,8'd31,8'd22,
                         8'd13,8'd54,8'd9,8'd40,8'd5,8'd37,8'd19,8'd62,
                         8'd39,8'd8,8'd29,8'd0,8'd27,8'd20,8'd59,8'd48,
                         8'd16,8'd28,8'd45,8'd7,8'd17,8'd4,8'd30,8'd23,
                         8'd47,8'd14,8'd6,8'd38,8'd10,8'd15,8'd46,8'd60
                         };
        integer i;
        initial begin status <= 0; data_out <= 0; end         
        always @(posedge clk) begin
            if (set) begin
                status <= 0;
                data_out <= 0;            
            end
            else if (~status) begin
                for(i = 0; i < 64; i = i + 1) begin
                    data_out[i] = data_in[map[8*i +: 8]];
                end
                status <= 1;
            end
        end
endmodule
`timescale 1ns / 1ps
module inverse_shift_encoding (
    input  wire [0:63] data_in,    
    input  wire [0:63] key,        
    input  wire clk,
    input  wire set,
    output reg status,
    output reg [0:63] data_out     
);
    integer i;
    reg [2:0] start;
    reg [2:0] idx;
    localparam PRIME = 7;
    initial begin data_out <= 0; status <= 1'b0; end
    always @(posedge clk) begin
        if (set) begin
            start   <= 3'd0;
            data_out <= 64'd0;
            status  <= 1'b0;
        end else if (~status) begin
            start = 3'd0;
            for (i = 0; i < 8; i = i + 1) begin
                start = start + key[i*8 +: 8];
            end
            start = start % 8;
            for (i = 0; i < 8; i = i + 1) begin
                idx = (start + i*PRIME) % 8;
                data_out[i*8 +: 8] <= data_in[idx*8 +: 8];
            end
            status <= 1'b1; 
        end
    end
endmodule
`timescale 1ns / 1ps
module key_circular_shift(
    input wire [0:63] key_in,
    input clk,
    input set,
    output reg status,
    output reg [0:63] key_out
    );
        initial begin
            key_out <= 0;
            status <= 1'b0;
        end
        always @(posedge clk) begin 
            if (set) begin 
                status <= 0;
                key_out <= 0;
            end
            if (~set && ~status) begin
                key_out[0:31] <= (key_in[0:31] << 2) | (key_in[0:31] >> 62);
                key_out[32:63] <= (key_in[32:63] << 2) | (key_in[32:63] >> 62);   
                status <= 1;   
            end  
        end
endmodule
`timescale 1ns / 1ps
module mux(
    input status,
    output out
    );
    assign out = status ? 1'b0 : 1'b1;
endmodule
`timescale 1ns / 1ps
module permute_map(
    input wire [0:63] data_in,
    input clk,
    input set,
    output reg status,
    output reg [0:63] data_out
    );
    localparam [0:511] map = {8'd43,8'd25,8'd19,8'd29,8'd53,8'd36,8'd58,8'd51,
                         8'd41,8'd34,8'd60,8'd3,8'd6,8'd32,8'd57,8'd61,
                         8'd48,8'd52,8'd18,8'd38,8'd45,8'd14,8'd31,8'd55,
                         8'd16,8'd9,8'd0,8'd44,8'd49,8'd42,8'd54,8'd30,
                         8'd23,8'd20,8'd4,8'd12,8'd21,8'd37,8'd59,8'd40,
                         8'd35,8'd2,8'd27,8'd17,8'd11,8'd50,8'd62,8'd56,
                         8'd47,8'd13,8'd7,8'd1,8'd22,8'd26,8'd33,8'd10,
                         8'd5,8'd28,8'd15,8'd46,8'd63,8'd8,8'd39,8'd24
                         };
        integer i;
        initial begin status <= 0; data_out <= 0; end     
        always @(posedge clk) begin
            if (set) begin 
                status <= 1'b0;
                data_out <= 0; 
            end
            if (~set && ~status) begin
                for(i = 0; i < 64; i = i + 1) begin
                    data_out[i] <= data_in[map[8*i +: 8]];
                end
                status <= 1;
            end
        end
endmodule
`timescale 1ns / 1ps
module xor_decoding(
        input [0:63] data_in,
        input [0:63] final_key,
        output [0:63] data_out
    );
    assign data_out[0:7] = data_in[0:7] ^ final_key[0:7];
    assign data_out[8:15] = data_in[8:15] ^ final_key[8:15];
    assign data_out[16:23] = data_in[16:23] ^ final_key[16:23];
    assign data_out[24:31] = data_in[24:31] ^ final_key[24:31];
    assign data_out[32:39] = data_in[32:39] ^ final_key[32:39];
    assign data_out[40:47] = data_in[40:47] ^ final_key[40:47];
    assign data_out[48:55] = data_in[48:55] ^ final_key[48:55];
    assign data_out[56:63] = data_in[56:63] ^ final_key[56:63];  
endmodule
```
==> flow_metrics.env <==
# source this file to load flow results
export IMPL_vias=14800
export IMPL_drv_slew=0
export IMPL_cts_setup_buffers=0
export IMPL_path_cells="fa_1 > inv_1 > fa_1 > fa_1 > fa_1 > inv_1 > ha_1 > buf_4 > ha_1 > mux4_2 > o22ai_1 > nor2_1 > o221a_1"
export IMPL_cts_tree="done"
export IMPL_grt_usage=0.271
export IMPL_p_int_w=0.00200
export IMPL_path_common_cell="fa_1"
export IMPL_syn_cell_area_um2=20000
export IMPL_drive_gt1_frac=0.106
export IMPL_htree_levels=2
export IMPL_grt_pass1_vias=14200
export IMPL_ys_top_cells_by_count="257 x nor2_1, 198 x dfxtp_1, 180 x edfxtp_1"
export IMPL_cts_buffers=40
export IMPL_min_from="layer_1_key.data_out[1]"
export IMPL_clock_fmax_ghz=0.181
export IMPL_synth_edff_count=180
export IMPL_ir_drop_uv=106
export IMPL_grt_setup_unrepaired="false"
export IMPL_core_region_area_um2=39000
export IMPL_swShare=0.328
export IMPL_rows=72
export IMPL_dr_first_iter_drc_count=867
export IMPL_rr_worst_depth=13
export IMPL_slew_headroom=0.387
export IMPL_synth_seq_share=0.470
export IMPL_die_w_um=202
export IMPL_clock_sinks=378
export IMPL_ys_async_sr_fraction=0
export IMPL_place_hpwl_mm=36.4
export IMPL_slowest_stage="ha_1"
export IMPL_worst_path_buf_inv=3
export IMPL_clk_pin_slew_worst_paths_ns=0.06
export IMPL_wire_per_inst_um=19.6
export IMPL_yosysChipArea_um2=20000
export IMPL_hold_viol=0
export IMPL_antenna_found_initial=0
export IMPL_status="completed"
export IMPL_overflow=0
export IMPL_ys_types=66
export IMPL_p_per_area_nw_per_um2=127
export IMPL_crit_family="adder cells"
export IMPL_fp_util=0.512
export IMPL_switching_power_w=0.000978
export IMPL_routed_wirelength_mm=50.7
export IMPL_hold_path_class="register to register"
export IMPL_io_buffers=190
export IMPL_p_clk_frac=0.288
export IMPL_holdWs_ns=0.414
export IMPL_critical_path_class="register to register"
export IMPL_leakage_nw=8.85
export IMPL_place_congestion=0.893
export IMPL_cap_violations=0
export IMPL_topCellsByArea="edfxtp_1 27%, dfxtp_1 20%, mux4_2 8.6%"
export IMPL_die_height_um=202
export IMPL_grt_max_degree=105
export IMPL_cts_resized_gates=0
export IMPL_yosys_cells=1941
export IMPL_worst_setup_path_start_kind="register"
export IMPL_ff_type="dfxtp_1"
export IMPL_pwr_share_seq=0.348
export IMPL_tightest_slew_ns=0.914
export IMPL_setup_tns_ns=0
export IMPL_drtAntennaViolNets=0
export IMPL_hold_depth=0
export IMPL_syn_to_final_growth_pct=18.0
export IMPL_num_fill_cells=3147
export IMPL_max_stage_delay_ns=0.85
export IMPL_synth_avg_cell_area_um2=10.3
export IMPL_grt_pass1_wl_mm=79.8
export IMPL_insertion_delay_ns=0.56
export IMPL_skew_ns=0.0276
export IMPL_r2r_end="layer_0_data.data_out[46]"
export IMPL_viasPerCell=5.70
export IMPL_floorplan_die_area_um2=40700
export IMPL_tool_warnings=33
export IMPL_setup_slack_ns=12.57
export IMPL_hold_path_end="layer_2_key.data_out[7]"
export IMPL_final_util=0.604
export IMPL_ys_warn_count=6
export IMPL_numSynthFlops=378
export IMPL_cp_max_fo=19
export IMPL_top_area_frac=0.271
export IMPL_antennaDiodeCount=0
export IMPL_crit_arrival_ns=5.96
export IMPL_crit_path_end_kind="register"
export IMPL_combPwrFrac=0.363
export IMPL_dr_pass1_iters=5
export IMPL_holdBufCountCts=0
export IMPL_top_level_ports=195
export IMPL_r2r_slack_ns=12.57
export IMPL_place_ws_ns=12.24
export IMPL_syn_inst=1941
export IMPL_finalSetupViolations=0
export IMPL_period_minus_slack_ns=5.53
export IMPL_cts_root_buf="clkbuf_16"
export IMPL_period_used=0.306
export IMPL_synthDominantAreaCellType="edfxtp_1"
export IMPL_r2r_start="layer_2_key.data_out[62]"
export IMPL_clock_path_buffers=3
export IMPL_drc=0
export IMPL_critPathRequiredTime_ns=18.53
export IMPL_yosysMostFrequentCell="nor2_1"
flip-flops by register name (all words and copies together), names as in the netlist:
signal,cells
layer_0_key.key_out,60
layer_2_key.status,1
layer_2_key.data_out,60
layer_0_key.status,1
layer_1_data.data_out,64
layer_3_data.data_out,64
layer_3_data.status,1
layer_0_data.data_out,64
layer_1_key.data_out,60
layer_0_data.status,1
layer_1_key.status,1
layer_1_data.status,1
placed cells by master, fill, tap and decap left out, types with 11 or more instances in the layout:
cell type / instances
a31oi_1: 31
dfxtp_1: 196
a211oi_1: 24
o21ai_0: 116
mux2i_1: 100
ha_1: 12
a21oi_1: 169
inv_1: 41
mux4_2: 76
clkdlybuf4s50_1: 190
clkbuf_16: 40
o221a_1: 16
nor2_1: 256
mux2_2: 29
o22ai_1: 21
nor3_1: 32
buf_4: 31
nand2_1: 111
a311oi_1: 11
xnor2_1: 67
nand2b_1: 19
edfxtp_1: 180
and2_1: 124
worst reg2reg max path, stage by stage, from the launching register on:
cell	delay, ns
edfxtp_1	0.64
fa_1	0.62
inv_1	0.06
fa_1	0.50
fa_1	0.51
fa_1	0.54
inv_1	0.06
ha_1	0.32
buf_4	0.26
ha_1	0.86
mux4_2	0.47
o22ai_1	0.27
nor2_1	0.08
o221a_1	0.22
final cells by class:
cell class | instances | area (um^2) | share of cell area
Multi-Input combinational cell | 1359 | 9820 | 0.417
Sequential cell | 378 | 9370 | 0.398
Timing Repair Buffer | 221 | 2130 | 0.0906
Clock buffer | 50 | 1090 | 0.0462
Tap cell | 518 | 648 | 0.0275
Clock inverter | 21 | 309 | 0.0131
Inverter | 47 | 178 | 0.00754
power groups by stage:
| stage | registers [W] | logic (W) | clock network (W) |
|---|---|---|---|
| CTS | 0.00104 | 0.00108 | 0.000881 |
| global route | 0.00105 | 0.00117 | 0.000912 |
| finish | 0.00104 | 0.00108 | 0.000859 |
per-stage QoR:
stage / std cells / cell area (um^2) / power, W
6_report: 2594 / 23600 / 0.00298
3_5_place_dp: 2523 / 22200 / 0.00213
5_1_grt: 2594 / 23600 / 0.00313
2_1_floorplan: 1941 / 20000 / 0.00183
3_3_place_gp: 2523 / 22200 / 0.00213
4_1_cts: 2594 / 23600 / 0.00300
metal layers:
metal / wire [um] / GRT usage
met2: 22800 / 0.398
met5: 0 / 0
met3: 4000 / 0.0753
met1: 22400 / 0.426
met4: 1510 / 0.0679
how the worst max path moves through the flow:
| stage | end | slack, ns | cells after the start | start |
|---|---|---|---|---|
| CTS | layer_0_data.data_out[42] | 12.57 | 13 | layer_2_key.data_out[62] |
| global route | layer_0_data.data_out[42] | 12.35 | 13 | layer_2_key.data_out[46] |
| finish | layer_0_data.data_out[46] | 12.57 | 13 | layer_2_key.data_out[62] |
cell families after synthesis:
family / count (synthesis) / synth area share
xor gates and xnor gates: 85 / 0.0418
adders and majority gates: 22 / 0.0172
muxes: 205 / 0.152
AOI/OAI and AO/OA: 465 / 0.144
buffers and inverters: 204 / 0.0406
DFF: 378 / 0.470
and+or+nand+nor: 582 / 0.134
No activity file was given, so power comes from the tool's default toggle rates.
