<file path="flow/config.mk">
export PLATFORM = sky130hd
export DESIGN_NAME = CRC
export DESIGN_NICKNAME = CRC
export VERILOG_FILES = /design/flow/design.v
export SDC_FILE = /design/flow/constraint.sdc
export NUM_CORES = 4
export LEC_CHECK = 1
export CORE_AREA = 10 10 86 86
export DIE_AREA = 0 0 96 96
</file>
<file path="flow/design.v">
`timescale 1ns / 1ps
module CRC(
    input  [0:79] data_in,
    output [0:7]  crc
);
    localparam [7:0] POLY = 8'b01010101;
    wire [7:0] crc_chain [0:80];
    assign crc_chain[0] = 8'b0;
    genvar k;
    generate
        for (k = 0; k < 80; k = k + 1) begin : CRC_LOOP
            wire msb = crc_chain[k][7];
            wire msb_xor = data_in[k] ^ crc_chain[k][7];
            assign crc_chain[k+1] = msb ? ((crc_chain[k] << 1) | data_in[k]) ^ POLY : ((crc_chain[k] << 1) | data_in[k]);
        end
    endgenerate
    assign crc = crc_chain[80];
endmodule
</file>
<file path="flow/run.sh">
#!/bin/bash
# OpenROAD 26Q1-2900-gdf79404cd8, Yosys 0.63+post, stock flow scripts
make -C /OpenROAD-flow-scripts/flow DESIGN_CONFIG=/design/flow/config.mk WORK_HOME=/design/flow/orfs finish
</file>
<file path="flow/constraint.sdc">
current_design CRC

set clk_period 5.8
set clk_io_pct 0.2

create_clock -name clk0 -period $clk_period

set non_clock_inputs [all_inputs -no_clocks]
set_input_delay [expr $clk_period * $clk_io_pct] -clock clk0 $non_clock_inputs
set_output_delay [expr $clk_period * $clk_io_pct] -clock clk0 [all_outputs]
</file>
==> results_dict.tcl <==
# implementation run metrics
set metrics [dict create \
    synthCells 78 \
    ant_nets 0 \
    drv_slew 0 \
    yosys_warnings 1 \
    start_kind "primary input" \
    min_path_type "primary input to output pin" \
    crit_fanout 4 \
    switching_share 0.2785 \
    seq_area_frac_synth 0 \
    p_clk_frac 0 \
    slew_headroom 0.7768 \
    stdcell_area_um2 1669 \
    path_buffers 2 \
    wl_per_cell_um 10.80 \
    fp_util 0.1260 \
    track_usage 0.05198 \
    place_area_um2 1669 \
    drc 0 \
    clkbuf_count 0 \
    grt_pass1_vias 855 \
    path_cells "clkdlybuf4s50_1 -> xnor2_1 -> xnor2_1 -> xnor2_2 -> xnor2_1 -> clkdlybuf4s50_1" \
    grt-ovfl-total 0 \
    finalSetupViolCount 0 \
    maxCapViolations 0 \
    antenna_found_initial 0 \
    grt_pass1_wl_mm 3.877 \
    diodes 0 \
    timing.final.crit_share 0.6974 \
    outcome "finished clean" \
    core_um2 5540 \
    min_period_ps 4045 \
    cts_hold_buf 0 \
    netSwitchingPower_uw 77.90 \
    p_per_area_nw_per_um2 167.6 \
    yosys.area.top_type "xnor2_1" \
    power.total_uw 279.7 \
    yosys-top-cells-count "xnor2_1 (68), xor2_1 (8), xnor2_2 (2)" \
    ff_latch_area_um2 0 \
    post_cts_buffers 0 \
    peakVddDrop_mv 0.07482 \
    finalSetupTns_ps 0 \
    flops 0 \
    yosys_area_um2 698.2 \
    dr.pass1.iters 2 \
    viasPerCell 3.172 \
    ctsResizeCount 0 \
    rsz0062_at_grt "false" \
    num_rows 27 \
    p_int_uw 201.8 \
    top_area_frac 0.8530 \
    wirelength_mm 2.570 \
    num_io_pins 88 \
    worstPathRequired_ps 4640 \
    crit_path_top_delay_cell "clkdlybuf4s50_1" \
    die_width_um 96 \
    cp_common_cell "xnor2_1" \
    p_seq_frac 0 \
    place_hpwl_mm 2.586 \
    nFillCells 594 \
    die_h_um 96 \
    drt_iter0_markers 4 \
    vias 755 \
    netlist-cell-type-count 3 \
    grt_max_degree 5 \
    synthesis.area_um2 698.2 \
    combGateArea_um2 698.2 \
    p_leak_nw 0.5344 \
    syn2layout_area_growth_pct 139.1 \
    critPathCaptureType "output pin" \
    power_frac_comb 1.000 \
    finalWeightedCongestion 0.7673 \
    avgSynthCellArea_um2 8.951 \
    cp.arrival_ps 2890 \
    yosys-stat-cells 78 \
    dieArea_um2 9216 \
    tightest_slew_ps 333.2 \
    port_buffers 88 \
    clock.fmax_mhz 247.2 \
    area_leaders "xnor2_1 (85%), xor2_1 (10%), xnor2_2 (4.7%)" \
    warnings 32 \
    drive_above_1_share 0.01205 \
    cp_top_family "buffers and inverters" \
    path_class "primary input to output pin" \
    critical_path.max_stage_delay_ps 500 \
    hold_viol_final 0 \
    yosysMostFrequentCell "xnor2_1" \
]
-- layout make-up --
class | count | area share
multi-input combinational | 78 | 0.4183
tap | 72 | 0.05397
timing repair buffer | 88 | 0.5277
-- power groups by stage --
stage | sequential (mW) | combinational, mW | clock (mW)
finish | 0 | 0.280 | 0
CTS | 0 | 0.290 | 0
global route | 0 | 0.306 | 0
-- per-layer routing --
layer | track usage | share of wire | vias to the layer above | wire length (µm)
met5 | 0 | 0 | - | 0
met4 | 0 | 0 | 0 | 0
met3 | 0.02909 | 0.17 | 0 | 433
met2 | 0.09417 | 0.48 | 49 | 1235
met1 | 0.05455 | 0.35 | 296 | 901
li1 | - | - | 410 | -
-- through the flow --
step	instances	hold slack, ps	setup slack (ps)	utilization
final	238	3609	1755	0.3013
after global routing	238	3673	1622	0.3013
after CTS	238	3637	1704	0.3013
after detailed placement	238	3628	1704	0.3013
after global placement	238	3634	1713	0.3013
after floorplan	78	2676	2787	-
-- tightest hold or removal path, cell delays in order --
cell and delay (ps):
clkdlybuf4s50_1 410, xnor2_1 180, xnor2_1 80, xnor2_1 160
xnor2_1 60, clkdlybuf4s50_1 400
-- cells by family after synthesis --
kind of cell | Yosys count | synth area share
xor+xnor | 78 | 1.000
-- final timing paths --
kind	to	cells after the start	startpoint	slack, ps
setup / recovery	crc[7]	6	data_in[41]	1750
hold / removal	crc[3]	6	data_in[25]	3610
-- layout by cell type, fill, tap and decap left out --
master           count
clkdlybuf4s50_1     88
xnor2_2              2
xor2_1               8
xnor2_1             68
Power is estimated from default activity; no workload was simulated.
